## /design/flow/config.mk

```make
export PLATFORM = sky130hd
export DESIGN_NAME = dcache_top
export DESIGN_NICKNAME = dcache_top
export VERILOG_FILES = /design/flow/design.v
export SDC_FILE = /design/flow/constraint.sdc
export NUM_CORES = 4
export LEC_CHECK = 1
export CORE_UTILIZATION = 50
export SYNTH_MEMORY_MAX_BITS = 65536
```

## /design/flow/constraint.sdc

```tcl
current_design dcache_top

set clk_period 43.7
set clk_io_pct 0.2

create_clock -name clk0 -period $clk_period [get_ports {clk_i}]

set non_clock_inputs [all_inputs -no_clocks]
set_input_delay [expr $clk_period * $clk_io_pct] -clock clk0 $non_clock_inputs
set_output_delay [expr $clk_period * $clk_io_pct] -clock clk0 [all_outputs]
```

## /design/flow/design.v

```verilog
module dcache_data_sram
(
    clk_i,
    addr_i,
    data_i,
    enable_i,
    write_i,
    data_o
);
input               clk_i;
input    [4:0]      addr_i;
input    [255:0]    data_i;
input               enable_i;
input               write_i;
output   [255:0]    data_o;
reg      [255:0]    memory[0:31];    
always@(posedge clk_i) begin
    if(enable_i && write_i) begin
        memory[addr_i] <= data_i;
    end
end
assign data_o = (enable_i) ? memory[addr_i] : 256'b0;
endmodule
module dcache_tag_sram
(
    clk_i,
    addr_i,
    data_i,
    enable_i,
    write_i,
    data_o
);
input              clk_i;
input    [4:0]     addr_i;
input    [23:0]    data_i;
input              enable_i;
input              write_i;
output   [23:0]    data_o;
reg      [23:0]    memory [0:31];    
always@(posedge clk_i) begin
    if(enable_i && write_i) begin
        memory[addr_i]   <= data_i;
    end
end
assign data_o = (enable_i) ? memory[addr_i] : 24'b0;
endmodule
module dcache_top
(
    clk_i,
    rst_i,
    mem_data_i,
    mem_ack_i,
    mem_data_o,
    mem_addr_o,
    mem_enable_o,
    mem_write_o,
    p1_data_i,
    p1_addr_i,
    p1_MemRead_i,
    p1_MemWrite_i,
    p1_data_o,
    p1_stall_o
);
input                 clk_i;
input                 rst_i;
input    [256-1:0]    mem_data_i;
input                 mem_ack_i;
output   [256-1:0]    mem_data_o;
output   [32-1:0]     mem_addr_o;
output                mem_enable_o;
output                mem_write_o;
input    [32-1:0]     p1_data_i;
input    [32-1:0]     p1_addr_i;
input                 p1_MemRead_i;
input                 p1_MemWrite_i;
output   [32-1:0]     p1_data_o;
output                p1_stall_o;
wire    [4:0]         cache_sram_index;
wire                  cache_sram_enable;
wire    [23:0]        cache_sram_tag;
wire    [255:0]       cache_sram_data;
wire                  cache_sram_write;
wire    [23:0]        sram_cache_tag;
wire    [255:0]       sram_cache_data;
wire                  sram_valid;
wire                  sram_dirty;
parameter             STATE_IDLE         = 3'h0,
                      STATE_READMISS     = 3'h1,
                      STATE_READMISSOK   = 3'h2,
                      STATE_WRITEBACK    = 3'h3,
                      STATE_MISS         = 3'h4;
reg     [2:0]         state;
reg                   mem_enable;
reg                   mem_write;
reg                   cache_we;
wire                  cache_dirty;
reg                   write_back;
wire    [4:0]         p1_offset;
wire    [4:0]         p1_index;
wire    [21:0]        p1_tag;
wire    [255:0]       r_hit_data;
wire    [21:0]        sram_tag;
wire                  hit;
reg     [255:0]       w_hit_data;
wire                  write_hit;
wire                  p1_req;
reg     [31:0]        p1_data;
assign    p1_req     = p1_MemRead_i | p1_MemWrite_i;
assign    p1_offset  = p1_addr_i[4:0];
assign    p1_index   = p1_addr_i[9:5];
assign    p1_tag     = p1_addr_i[31:10];
assign    p1_stall_o = ~hit & p1_req;
assign    p1_data_o  = p1_data;
assign    sram_valid = sram_cache_tag[23];
assign    sram_dirty = sram_cache_tag[22];
assign    sram_tag   = sram_cache_tag[21:0];
assign    cache_sram_index  = p1_index;
assign    cache_sram_enable = p1_req;
assign    cache_sram_write  = cache_we | write_hit;
assign    cache_sram_tag    = {1'b1, cache_dirty, p1_tag};
assign    cache_sram_data   = (hit) ? w_hit_data : mem_data_i;
assign    mem_enable_o = mem_enable;
assign    mem_addr_o   = (write_back) ? {sram_tag, p1_index, 5'b0} : {p1_tag, p1_index, 5'b0};
assign    mem_data_o   = sram_cache_data;
assign    mem_write_o  = mem_write;
assign    write_hit    = hit & p1_MemWrite_i;
assign    cache_dirty  = write_hit;
assign hit=sram_valid&(p1_tag==sram_cache_tag[21:0]);
assign r_hit_data=sram_cache_data;
always@(p1_offset or r_hit_data) begin
    p1_data <= r_hit_data[p1_offset*8 +: 32];
end
always@(p1_offset or r_hit_data or p1_data_i) begin
    w_hit_data <= sram_cache_data;
    w_hit_data[p1_offset*8 +: 32] <= p1_data_i[31:0];
end
always@(posedge clk_i or negedge rst_i) begin
    if(~rst_i) begin
        state      <= STATE_IDLE;
        mem_enable <= 1'b0;
        mem_write  <= 1'b0;
        cache_we   <= 1'b0;
        write_back <= 1'b0;
    end
    else begin
        case(state)
            STATE_IDLE: begin
                if(p1_req && !hit) begin       
                    state <= STATE_MISS;
                end
                else begin
                    state <= STATE_IDLE;
                end
            end
            STATE_MISS: begin
                if(sram_dirty) begin           
                    write_back <= 1'b1;
                    mem_write <= 1'b1;
                    mem_enable <= 1'b1;
                    cache_we <= 1'b0;
                    state <= STATE_WRITEBACK;
                end
                else begin                     
                    write_back <= 1'b0;
                    mem_write <= 1'b0;
                    mem_enable <= 1'b1;
                    cache_we <= 1'b0;
                    state <= STATE_READMISS;
                end
            end
            STATE_READMISS: begin
                if(mem_ack_i) begin             
                    cache_we <= 1'b1;
                    mem_enable <= 1'b0;
                    state <= STATE_READMISSOK;
                end
                else begin
                    state <= STATE_READMISS;
                end
            end
            STATE_READMISSOK: begin             
                write_back <= 1'b0;
                mem_write <= 1'b0;
                mem_enable <= 1'b0;
                cache_we <= 1'b0;
                state <= STATE_IDLE;
            end
            STATE_WRITEBACK: begin
                if(mem_ack_i) begin             
                    write_back <= 1'b0;
                    mem_write <= 1'b0;
                    mem_enable <= 1'b1;
                    cache_we <= 1'b0;
                    state <= STATE_READMISS;
                end
                else begin
                    state <= STATE_WRITEBACK;
                end
            end
        endcase
    end
end
dcache_tag_sram dcache_tag_sram
(
    .clk_i(clk_i),
    .addr_i(cache_sram_index),
    .data_i(cache_sram_tag),
    .enable_i(cache_sram_enable),
    .write_i(cache_sram_write),
    .data_o(sram_cache_tag)
);
dcache_data_sram dcache_data_sram
(
    .clk_i(clk_i),
    .addr_i(cache_sram_index),
    .data_i(cache_sram_data),
    .enable_i(cache_sram_enable),
    .write_i(cache_sram_write),
    .data_o(sram_cache_data)
);
endmodule
```

## /design/flow/run.sh

```bash
#!/bin/bash
# OpenROAD 26Q1-2900-gdf79404cd8, Yosys 0.63+post, stock flow scripts
make -C /OpenROAD-flow-scripts/flow DESIGN_CONFIG=/design/flow/config.mk WORK_HOME=/design/flow/orfs finish
```

==> run_results.csv <==
group,metric,value,unit
outcome,status,"finished clean",
routing,routed_wl,1310000,microns
yosys,synth_top_area_share,76.4,%
cells_and_area,final_area,0.404,sq mm
yosys,netlist_instances,16242,
routing,wl_met1,359000,microns
worst_setup_path,arrival,17040,ps
floorplan,dieHeight,840,microns
timing,skew,154,ps
global_routing,grt.total_usage,42.3,%
global_routing,grt_first_pass_wirelength,1750000,microns
clock_network,cts_tree,"built",
place,dpl-instance-area,0.375,sq mm
yosys,avgSynthCellArea,21.6,sq um
clock_network,postCtsSetupBuffers,0,
worst_setup_path,cp-start-kind,"input pin",
clock_network,root_buffer,"clkbuf_16",
cells_and_area,final_util,57.8,%
clock_network,cts_resized,0,
place,place_hpwl,822000,microns
place,post-place-cells,26416,
yosys,ys_cells,16242,
floorplan,initial_core_util,50.2,%
yosys,ff_type,"edfxtp_1",
yosys,ys_types,81,
floorplan,boundaryPins,648,
yosys,synth.most_common_cell,"edfxtp_1",
job,maxCapViolations,0,
global_routing,grt_start_max_net_pins,95,
job,warnings,30,
worst_setup_path,cp_data_required_time,34960,ps
routing,highest_layer,"met5",
floorplan,core_area,0.699,sq mm
timing,finalCritPeriodShare,59.0,%
timing,final_hold_viol_count,0,
yosys,top_area_cell,"edfxtp_1",
timing,rsz0062_at_grt,"no",
cells_and_area,drive_gt1_share,25.9,%
clock_network,cts_sinks,8936,
routing,routedWlPerCell,45.7,microns
power_and_ir_drop,p_leak,127,nW
floorplan,std_cell_rows,307,
routing,drt_iter0_drc,15909,
yosys,synth_area,0.351,sq mm
place,finalWeightedCongestion,1.05,
yosys,topCellsByArea,"edfxtp_1, mux4_2, a22oi_1",
power_and_ir_drop,peakVddDrop,0.0505,mV
routing,dr_total_vias,189021,
routing,vias_per_cell,6.60,
worst_setup_path,worstSetupPathType,"input pin to primary output",
floorplan,die_x,840,microns
cells_and_area,flop_area,0.268,sq mm
yosys,ys_chip_area,0.351,sq mm
clock_network,path_clk_slew,60,ps
global_routing,antenna_found_initial,235,
cells_and_area,stdcell_count,28658,
clock_network,cts_buffers,881,
worst_setup_path,crit_fanout,81,
timing,period_needed,25780,ps
timing,worst_slew_pin_slew,1300,ps
timing,slew_violations,0,
timing,fin_setup_tns,0,ps
clock_network,cts.path.max_buffers,4,
worst_setup_path,crit_path_end_kind,"primary output",
routing,drc,0,
timing,hold_slack,470,ps
timing,worst_slew_margin_rel,13.2,%
yosys,common_cells,"edfxtp_1, mux4_2, a22oi_1",
yosys,ys_seq_share,76.4,%
cells_and_area,fillers,50349,
routing,antenna_left,0,
clock_network,htreeDepth,6,
global_routing,first_global_vias,201998,
floorplan,chip_area,0.705,sq mm
timing,fmax,0.0388,GHz
yosys,synth-edff-count,8928,
worst_setup_path,r2r_slack,36270,ps
clock_network,cts_hold_buf,0,
cells_and_area,area_growth,15.2,%
clock_network,insertion_delay,1300,ps
routing,met3_length,281000,microns
yosys,synthArstFlopShare,0.0895,%
routing,met2_length,568000,microns
routing,dr.pass1.iters,6,
place,io_buffers,642,
min_path,hp-class,"flip-flop to flip-flop",
yosys,ys_warn_count,3,
cells_and_area,comb_area,0.0777,sq mm
power_and_ir_drop,p_per_area,45.9,mW/mm^2
global_routing,grt_remaining_overflow,0,
timing,setup_violations,0,
yosys,ys_ff,8936,
## cell type report
cell class | instances | share of cell area [%]
Timing Repair Buffer | 1922 | 4.11
Multi-Input combinational cell | 6144 | 19.2
Antenna cell | 623 | 0.386
Clock buffer | 1093 | 5.67
Sequential cell | 8936 | 66.3
Clock inverter | 526 | 1.27
Inverter | 144 | 0.135
Tap cell | 9270 | 2.87
## sequential cells by signal, summed over array words and instances (netlist names)
register and flops:
mem_write 1, dcache_data_sram.memory 8192, mem_enable 1, state 5, dcache_tag_sram.memory 736, cache_we 1
## worst max-delay path: stages
cell	delay [ps]
buf_16	330
buf_4	590
buf_4	690
buf_4	660
buf_4	540
buf_4	600
buf_4	710
buf_4	550
mux4_2	390
a22oi_1	250
a41oi_2	180
buf_4	240
a21oi_1	250
nor2_1	80
a31oi_1	170
o311a_1	190
nand4_1	760
clkdlybuf4s50_1	690
## cells by family after synthesis
group | after synthesis | synth area share, %
compound gates | 2301 | 4.72
xor+xnor | 26 | 0.0649
fa+ha+maj | 4 | 0.0143
buf+inv | 1166 | 1.77
flops | 8936 | 76.4
mux | 2784 | 15.6
other cells | 1 | 0.00107
simple gates | 1024 | 1.36
## metal layers
metal	global-route usage, %	up-vias
met3	37.5	2904
li1	-	74120
met4	21.7	204
met5	12.6	-
met2	54.0	16845
met1	49.2	94948
## cells in the final DEF (no fill, tap or decap), drive strengths merged, types with 25 or more instances in the layout
master | Yosys | final
nand3 | 41 | 41
a22oi | 1123 | 1123
mux2 | 277 | 277
clkdlybuf4s50 | 0 | 635
clkbuf | 518 | 1093
a21oi | 181 | 181
and2 | 46 | 46
a31oi | 31 | 31
nand2 | 330 | 330
inv | 144 | 167
nand4 | 78 | 78
clkinv | 0 | 426
nor2 | 345 | 345
buf | 504 | 1287
edfxtp | 8928 | 8928
o211ai | 39 | 39
mux4 | 2130 | 2130
nor3 | 67 | 67
mux2i | 377 | 377
o21ai | 217 | 217
and4 | 45 | 45
a41oi | 118 | 118
diode | 0 | 623
bufinv | 0 | 65
a22o | 76 | 76
o22ai | 254 | 254
a41o | 54 | 54
a221oi | 25 | 25
## metrics by stage
step                      worst slack, ps  total power, W
final                               17920          0.0185
after global routing                17490          0.0190
after CTS                           17840          0.0185
after detailed placement            17850          0.0113
after global placement              17820          0.0113
after floorplan                     12380          0.0104
## power breakdown
part / leakage [nW] / total (W) / switching, W / internal, W
registers: 80.4 / 0.00952 / 0.0000137 / 0.00950
logic: 32.6 / 0.00164 / 0.00114 / 0.000493
clock network: 13.6 / 0.00739 / 0.00327 / 0.00411
total: 127 / 0.0185 / 0.00443 / 0.0141
## final timing paths
path,start,end,cells after the start
max,p1_addr_i[6],p1_data_o[22],18
min,state[0],state[0],2
min in group asynchronous,rst_i,mem_enable,1
max in group asynchronous,rst_i,state[0],1
max reg2reg,dcache_tag_sram.memory[11][16],dcache_data_sram.memory[21][128],16
min reg2reg,state[0],state[0],2
Power is estimated from default activity; no workload was simulated.
